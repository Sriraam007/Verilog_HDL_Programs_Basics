==> flow/design.v <==
module Full_Adder(A,B,C,SUM,CARRY);
    input A,B,C;
    output SUM,CARRY;
    wire [2:0]w;
    Half_Adder ha(A,B,w[0],w[1]);
    Half_Adder ha1(w[0],C,SUM,w[2]);
    or o(CARRY,w[2],w[1]);
endmodule
module Half_Adder(A,B,SUM,CARRY);
    input A,B;
    output SUM,CARRY;
    xor x(SUM,A,B);
    and a(CARRY,A,B);
endmodule
module MULTIPLIER_4X4(A,B,PRODUCT);
    input [3:0]A,B;
    output [7:0]PRODUCT;
    wire [14:0]W;
    wire [5:0]sum;
    wire [10:0]carry;
    assign PRODUCT[0]=A[0]&B[0],
           W[0]=A[1]&B[0], 
           W[1]=A[0]&B[1],
           W[2]=A[2]&B[0],
           W[3]=A[0]&B[2],
           W[4]=A[1]&B[1],
           W[5]=A[3]&B[0],
           W[6]=A[2]&B[1],
           W[7]=A[1]&B[2],
           W[8]=A[0]&B[3],
           W[9]=A[3]&B[1],
           W[10]=A[2]&B[2],
           W[11]=A[1]&B[3],
           W[12]=A[3]&B[2],
           W[13]=A[2]&B[3],
           W[14]=A[3]&B[3];
    Half_Adder ha1(W[0],W[1],PRODUCT[1],carry[0]);  
    Half_Adder ha2(W[2],W[4],sum[0],carry[1]);  
    Half_Adder ha3(W[5],W[6],sum[1],carry[2]);  
    Full_Adder fa1(W[3],sum[0],carry[0],PRODUCT[2],carry[3]);  
    Full_Adder fa2(W[7],sum[1],carry[1],sum[2],carry[4]); 
    Full_Adder fa3(W[9],W[10],carry[2],sum[3],carry[5]); 
    Full_Adder fa4(W[8],sum[2],carry[3],PRODUCT[3],carry[6]); 
    Full_Adder fa5(W[11],sum[3],carry[4],sum[4],carry[7]); 
    Full_Adder fa6(W[12],W[13],carry[5],sum[5],carry[8]); 
    Half_Adder ha4(sum[4],carry[6],PRODUCT[4],carry[9]); 
    Full_Adder fa7(sum[5],carry[7],carry[9],PRODUCT[5],carry[10]); 
    Full_Adder fa8(carry[10],W[14],carry[8],PRODUCT[6],PRODUCT[7]);
endmodule
==> flow/run.sh <==
#!/bin/bash
# OpenROAD 26Q1-2900-gdf79404cd8, Yosys 0.63+post, stock flow scripts
make -C /OpenROAD-flow-scripts/flow DESIGN_CONFIG=/design/flow/config.mk WORK_HOME=/design/flow/orfs finish
==> flow/config.mk <==
export PLATFORM = sky130hd
export DESIGN_NAME = MULTIPLIER_4X4
export DESIGN_NICKNAME = MULTIPLIER_4X4
export VERILOG_FILES = /design/flow/design.v
export SDC_FILE = /design/flow/constraint.sdc
export NUM_CORES = 4
export LEC_CHECK = 1
export CORE_AREA = 10 10 70 70
export DIE_AREA = 0 0 80 80
==> flow/constraint.sdc <==
current_design MULTIPLIER_4X4

set clk_period 5.6
set clk_io_pct 0.2

create_clock -name clk0 -period $clk_period

set non_clock_inputs [all_inputs -no_clocks]
set_input_delay [expr $clk_period * $clk_io_pct] -clock clk0 $non_clock_inputs
set_output_delay [expr $clk_period * $clk_io_pct] -clock clk0 [all_outputs]
==> impl_metrics.env <==
# implementation run metrics
export IMPL_outcome="completed"
export IMPL_synthesis_area_um2=399.1
export IMPL_number_of_instances_on_the_worst_hold_path=3
export IMPL_peak_supply_drop_mv=0.02245
export IMPL_synth_to_layout_area_growth_pct=48.28
export IMPL_grt_pass1_vias=312
export IMPL_startpoint="A[1]"
export IMPL_slew_limit_headroom=0.8876
export IMPL_min_delay_start="B[0]"
export IMPL_worst_slew_pin_slew_ns=0.1680
export IMPL_fin_crit_ns=5.392
export IMPL_crit_path_end_kind="primary output"
export IMPL_globalRoute_totalOverflow=0
export IMPL_fillers=396
export IMPL_dpl_hpwl_um=775.1
export IMPL_postCtsHoldBufs=0
export IMPL_finalSetupViolations=0
export IMPL_warning_count=32
export IMPL_synth_yosys_seq_area_share=0
export IMPL_critical_path_startpoint_type="primary input"
export IMPL_yosys_top_cells_area="sky130_fd_sc_hd__fa_1 40%, sky130_fd_sc_hd__and2_1 17%, sky130_fd_sc_hd__buf_4 13%, sky130_fd_sc_hd__ha_1 13%, sky130_fd_sc_hd__inv_1 12%"
export IMPL_final_antenna_net_count=0
export IMPL_total_leakage_power_uw=0.0002877
export IMPL_antenna_found_initial=0
export IMPL_grtUsageTotal=0.02593
export IMPL_pwr_density_cell_mw_per_mm2=88.30
export IMPL_routed_wirelength_um=793
export IMPL_ff_latch_area_um2=0
export IMPL_yosys_area_top_type="sky130_fd_sc_hd__fa_1"
export IMPL_fraction_of_synthesized_cell_area_taken_by_the_top_area_cell_type=0.4013
export IMPL_rsz_0062_raised_after_global_routing="no"
export IMPL_critical_path_cell_chain="clkdlybuf4s50_1 -> and2_1 -> ha_1 -> fa_2 -> inv_1 -> fa_1 -> inv_1 -> ha_2 -> fa_1 -> inv_2 -> fa_1 -> inv_1 -> clkdlybuf4s50_1"
export IMPL_criticalPathCategory="in -> out"
export IMPL_die_area_mm2=0.006400
export IMPL_synth_cells=48
export IMPL_nClkBuffers=0
export IMPL_post_drt_wl_per_cell_um=7.552
export IMPL_data_required_time_at_the_worst_endpoint_ns=4.48
export IMPL_route_detailed_vias_per_inst=2.743
export IMPL_finalSetupTns_ns=0
export IMPL_drv_slew=0
export IMPL_cpMaxStageDelayCell="sky130_fd_sc_hd__fa_2"
export IMPL_place_gp_congestion=0.7949
export IMPL_timing_critical_path_fanout_max=4
export IMPL_pin_count_of_the_biggest_net_entering_global_routing=5
export IMPL_floorplan_core_area_mm2=0.003416
export IMPL_initCoreUtil=0.1168
export IMPL_port_buffer_count=16
export IMPL_yosysUniqueCellTypes=6
export IMPL_count_of_antenna_diodes_in_the_layout=0
export IMPL_clock_fmax_mhz=185.5
export IMPL_placementRows=21
export IMPL_nFlopsAndLatches=0
export IMPL_critical_path_max_stage_delay_ns=0.51
export IMPL_timing_critical_path_arrival_ns=4.27
export IMPL_synth_area_yosys_um2=399.1
export IMPL_route_detailed_drc=0
export IMPL_min_path_type="in -> out"
export IMPL_timing_final_hold_violations=0
export IMPL_io_pins=16
export IMPL_synth_cells_yosys=48
export IMPL_timing_final_crit_share=0.9628
export IMPL_grt_pass1_wl_um=1386
export IMPL_num_vias=288
export IMPL_drt_pre_antenna_iters=1
export IMPL_synthesis_area_per_instance_um2=8.315
export IMPL_timing_max_cap_violations=0
export IMPL_iter_0_drt_violations=0
export IMPL_total_power_uw=52.26
export IMPL_die_size_x_um=80
export IMPL_die_height_um=80
export IMPL_endpoint_worst_hold="PRODUCT[0]"
export IMPL_synth_yosys_warnings=0
export IMPL_post_cts_setup_buffers=0
export IMPL_final_layout_size_suffix_gt1_frac=0.1186
-- power by group --
part | switching, uW | internal (uW)
registers | 0 | 0
logic | 18.1 | 34.2
clock network | 0 | 0
total | 18.1 | 34.2
-- final cells by class --
cell class                 instances  area (um2)  area share
inverter                          13       48.80     0.08245
multi-input combinational         28       307.8      0.5201
tap                               46       57.56     0.09725
timing repair buffer              18       177.7      0.3002
-- placed cells by master, fill, tap and decap left out, types with 2 or more instances in the layout --
cell type and instances:
sky130_fd_sc_hd__ha_2 2, sky130_fd_sc_hd__ha_1 2, sky130_fd_sc_hd__fa_1 7, sky130_fd_sc_hd__dlygate4sd2_1 2
sky130_fd_sc_hd__dlymetal6s2s_1 2, sky130_fd_sc_hd__and2_1 10, sky130_fd_sc_hd__nand2_1 5, sky130_fd_sc_hd__buf_4 2
sky130_fd_sc_hd__inv_1 12, sky130_fd_sc_hd__clkdlybuf4s50_1 12
-- cells in the mapped netlist --
cell                      count
sky130_fd_sc_hd__inv_1       13
sky130_fd_sc_hd__and2_1      11
sky130_fd_sc_hd__fa_1         8
sky130_fd_sc_hd__buf_4        7
sky130_fd_sc_hd__nand2_1      5
sky130_fd_sc_hd__ha_1         4
-- repair_timing --
item,CTS,global route
resized,2,7
pin swaps,0,3
setup endpoints to repair,1,1
-- layer usage --
metal	routed length (um)	vias to the layer above	global-route usage	part of all wire
met5	0	-	0	0
met4	0	0	0	0
met3	63	0	0.006818	0.079
met2	407	7	0.04896	0.51
met1	321	131	0.02999	0.40
li1	-	150	-	-
-- critical path, delay by kind of cell --
| kind | cells | cell delay (ns) |
|---|---|---|
| buffers and inverters | 6 | 1.13 |
| adder cells (fa/ha/maj) | 6 | 1.86 |
| AND/OR/NAND/NOR | 1 | 0.16 |
-- how the worst max path moves through the flow --
| stage | endpoint | slack (ns) |
|---|---|---|
| 4_1_cts | PRODUCT[6] | 0.02 |
| 5_1_grt | PRODUCT[6] | 0.08 |
| 6_report | PRODUCT[6] | 0.21 |
-- metrics by stage --
step           area [um2]  setup slack (ns)    util  std cells  hold WS, ns
2_1_floorplan       399.1            0.9351       -         48        2.312
3_3_place_gp        579.3          -0.03384  0.1696        105        3.272
3_5_place_dp        579.3          -0.04178  0.1696        105        3.267
4_1_cts             576.8           0.01854  0.1689        105        3.070
5_1_grt             591.8           0.08424  0.1733        105        3.095
6_report            591.8            0.2081  0.1733        105        3.063
-- cells by family after synthesis --
kind of cell,share of synthesized area
fa+ha+maj,0.5266
buf+inv,0.2539
simple gates,0.2195
No activity file was given, so power comes from the tool's default toggle rates.
