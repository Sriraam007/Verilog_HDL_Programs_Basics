File: design/flow/config.mk
export PLATFORM = sky130hd
export DESIGN_NAME = BARREL_SHIFTER
export DESIGN_NICKNAME = BARREL_SHIFTER
export VERILOG_FILES = /design/flow/design.v
export SDC_FILE = /design/flow/constraint.sdc
export NUM_CORES = 4
export LEC_CHECK = 1
export CORE_AREA = 10 10 70 70
export DIE_AREA = 0 0 80 80
File: design/flow/constraint.sdc
current_design BARREL_SHIFTER

set clk_period 1.5
set clk_io_pct 0.2

create_clock -name clk0 -period $clk_period

set non_clock_inputs [all_inputs -no_clocks]
set_input_delay [expr $clk_period * $clk_io_pct] -clock clk0 $non_clock_inputs
set_output_delay [expr $clk_period * $clk_io_pct] -clock clk0 [all_outputs]
File: design/flow/design.v
module BARREL_SHIFTER(D,SHIFT,OUT);
    input [7:0]D;
    input [2:0]SHIFT;
    output [7:0]OUT;
    wire [7:0]X,Y;
    MUX__2X1 M7(D[7],1'b0,SHIFT[2],X[7]);
    MUX__2X1 M6(D[6],1'b0,SHIFT[2],X[6]);
    MUX__2X1 M5(D[5],1'b0,SHIFT[2],X[5]);
    MUX__2X1 M4(D[4],1'b0,SHIFT[2],X[4]);
    MUX__2X1 M3(D[3],D[7],SHIFT[2],X[3]);
    MUX__2X1 M2(D[2],D[6],SHIFT[2],X[2]);
    MUX__2X1 M1(D[1],D[5],SHIFT[2],X[1]);
    MUX__2X1 M0(D[0],D[4],SHIFT[2],X[0]);
    MUX__2X1 M15(X[7],1'b0,SHIFT[1],Y[7]);
    MUX__2X1 M14(X[6],1'b0,SHIFT[1],Y[6]);
    MUX__2X1 M13(X[5],X[7],SHIFT[1],Y[5]);
    MUX__2X1 M12(X[4],X[6],SHIFT[1],Y[4]);
    MUX__2X1 M11(X[3],X[5],SHIFT[1],Y[3]);
    MUX__2X1 M10(X[2],X[4],SHIFT[1],Y[2]);
    MUX__2X1 M9(X[1],X[3],SHIFT[1],Y[1]);
    MUX__2X1 M8(X[0],X[2],SHIFT[1],Y[0]);
    MUX__2X1 M23(Y[7],1'b0,SHIFT[0],OUT[7]);
    MUX__2X1 M22(Y[6],Y[7],SHIFT[0],OUT[6]);
    MUX__2X1 M21(Y[5],Y[6],SHIFT[0],OUT[5]);
    MUX__2X1 M20(Y[4],Y[5],SHIFT[0],OUT[4]);
    MUX__2X1 M19(Y[3],Y[4],SHIFT[0],OUT[3]);
    MUX__2X1 M18(Y[2],Y[3],SHIFT[0],OUT[2]);
    MUX__2X1 M17(Y[1],Y[2],SHIFT[0],OUT[1]);
    MUX__2X1 M16(Y[0],Y[1],SHIFT[0],OUT[0]);
endmodule
module MUX__2X1(D0,D1,S,OUT);
    input D0,D1;
    input S;
    output OUT;
    assign OUT=(S)? D1 : D0;
endmodule
File: design/flow/run.sh
#!/bin/bash
# OpenROAD 26Q1-2900-gdf79404cd8, Yosys 0.63+post, stock flow scripts
make -C /OpenROAD-flow-scripts/flow DESIGN_CONFIG=/design/flow/config.mk WORK_HOME=/design/flow/orfs finish
==> results.py <==
# Synthesis and PnR figures
metrics = {
    "layout": {
        "ff_count": 0,
        "clock_buffer_count": 0,
        "drive_gt1_share_pct": 76.12,
        "comb_area_um2": 367.9,
        "syn_to_final_growth_pct": 84.59,
        "regArea_um2": 0,
        "final_cells": 113,
        "finalInstanceArea_um2": 674.4,
        "nFillCells": 387,
    },
    "grt": {
        "overflow": 0,
        "grt_pass1_vias": 429,
        "grt_max_degree": 10,
        "antenna_found_initial": 0,
        "grt_pass1_wl_um": 2145,
        "grt_usage_pct": 4.022,
    },
    "setup_path": {
        "arrival_ns": 1.22,
        "start_kind": "primary input",
        "crit_path_end_kind": "primary output",
        "cp_max_fo": 5,
        "required_ns": 1.20,
        "crit_type": "in -> out",
    },
    "pwr": {
        "combPwrFrac_pct": 100.0,
        "p_sw_share_pct": 41.84,
        "p_total_mw": 0.1922,
        "ir_drop_mv": 0.1134,
        "power_leakage_nw": 0.3002,
        "p_per_area_nw_per_um2": 284.9,
        "seq_power_share_pct": 0,
        "p_sw_mw": 0.08040,
        "p_clk_share_pct": 0,
        "internal-power_mw": 0.1118,
    },
    "yosys": {
        "ys_warn_count": 0,
        "synth_top_cell_by_count": "buf_4",
        "synth_top_cell_by_area": "buf_4",
        "top_cells_by_count": "buf_4, mux2_2, mux2i_1, nand2b_1, nor2_1",
        "synthesis.area_um2": 365.4,
        "ys_cells": 46,
        "top_cells_by_area": "buf_4, mux2_2, mux2i_1, nand2b_1, a211oi_1",
        "ys_types": 22,
        "synth_top_area_share_pct": 16.44,
        "ys_area_um2": 365.4,
        "synth.avg_cell_area_um2": 7.942,
        "syn-instance-count": 46,
        "yosysSeqAreaShare_pct": 0,
    },
    "place": {
        "portBuffers": 19,
        "hpwl_um": 973.5,
        "dp_slack_ns": -0.8561,
        "gp_congestion": 0.7950,
        "dpl_cell_area_um2": 589.3,
        "dpl.cell_count": 108,
    },
    "die": {
        "placementRows": 21,
        "ioPinCount": 19,
        "die_w_um": 80,
        "core-area_um2": 3416,
        "initCoreUtil_pct": 10.70,
        "dieArea_um2": 6400,
        "die_y_um": 80,
    },
    "clocking": {
        "cts_hold_buffers": 0,
    },
    "detailed_routing": {
        "viasPerCell": 3.628,
        "antenna-diode-count": 0,
        "ant_nets": 0,
        "wl_um": 1355,
        "drc_errors": 0,
        "routed-via-count": 410,
        "wire_per_inst_um": 11.99,
        "firstDrtPassIters": 4,
        "drt_iter0_markers": 13,
    },
    "final_timing": {
        "rsz0062_at_grt": "yes",
        "fin_crit_sh_pct": 101.1,
        "tightest_slew_ns": 0.2033,
        "setup_viol": 2,
        "period_minus_slack_ns": 1.517,
        "drv_slew": 0,
        "slew_headroom_pct": 86.16,
        "setup_ws_ns": -0.01659,
        "clock.fmax_ghz": 0.6594,
        "hold_violations": 0,
    },
    "run_status": {
        "status": "finished, violations left",
        "violations": "setup timing",
    },
    "job": {
        "cap_viol_max_count": 0,
        "warnings": 34,
    },
    "hold_path": {
        "hold_end": "OUT[3]",
        "hp-start": "SHIFT[1]",
        "hold_path_depth": 3,
        "hold_class": "in -> out",
    },
}
## repair_timing
| item | CTS | global route |
|---|---|---|
| hold endpoints to repair | 0 | 0 |
| endpoints found under the setup margin | 8 | 5 |
| pin swaps | 9 | 2 |
| resized | 84 | 8 |
| buffers inserted | 5 | 0 |
| cloned | 1 | 0 |
## final cells by class
cell class | count | area share, %
well taps | 46 | 8.534
repair buffers | 32 | 35.81
multi-input cells | 33 | 54.55
inverters | 2 | 1.113
## worst max-delay path, cell delays in order
cell and delay, ns:
buf_8 0.10, buf_6 0.12, buf_4 0.14, mux2i_4 0.19, a211oi_2 0.23, buf_2 0.13
## logic make-up after synthesis
kind of cell | count (synthesis) | share of synthesized area, %
AOI/OAI and AO/OA | 11 | 26.03
buffers and inverters | 13 | 25.00
muxes | 9 | 29.45
and+or+nand+nor | 13 | 19.52
## worst max path at each step
stage                     from      to  slack, ns
after CTS             SHIFT[0]  OUT[0]      -0.05
after global routing  SHIFT[0]  OUT[0]      -0.05
final                 SHIFT[0]  OUT[0]      -0.02
## metrics by stage
stage / utilization, % / hold WS, ns / TNS, ns
floorplan: - / 0.8566 / 0
global placement: 17.25 / 1.706 / -5.902
detailed placement: 17.25 / 1.704 / -5.998
CTS: 19.52 / 0.9590 / -0.09394
global route: 19.74 / 0.9395 / -0.1216
finish: 19.74 / 0.9122 / -0.02366
## placed cells by master, fill, tap and decap left out
master / n
nor2_4: 2
mux2i_1: 3
clkbuf_2: 1
nand3b_1: 1
nand2b_4: 2
o21ai_0: 1
mux2_4: 3
mux2i_4: 1
a2bb2o_4: 1
nand2b_1: 2
o22ai_2: 1
mux2_2: 1
and2_4: 1
a21oi_1: 1
a221oi_2: 1
buf_2: 12
o21a_1: 1
a211oi_2: 3
nor2_1: 1
dlygate4sd2_1: 3
inv_1: 2
mux4_2: 1
buf_8: 1
a21oi_2: 2
buf_6: 6
buf_4: 9
nor2_2: 1
nor3_2: 2
or2b_1: 1
## power groups by stage
stage / combinational [mW] / sequential (mW) / clock, mW
CTS: 0.187 / 0 / 0
global route: 0.208 / 0 / 0
finish: 0.192 / 0 / 0
## layer usage
metal  share of wire, %  global-route usage [%]
met1                 53                   6.283
met5                  0                       0
met2                 36                   5.377
met3                 12                   1.364
met4                  0                       0
Power figures rest on the tool's default switching activity, not on a simulated workload.
