$ cat flow/run.sh
#!/bin/bash
# OpenROAD 26Q1-2900-gdf79404cd8, Yosys 0.63+post, stock flow scripts
make -C /OpenROAD-flow-scripts/flow DESIGN_CONFIG=/design/flow/config.mk WORK_HOME=/design/flow/orfs finish
$ cat flow/config.mk
export PLATFORM = sky130hd
export DESIGN_NAME = MUX_ALU
export DESIGN_NICKNAME = MUX_ALU
export VERILOG_FILES = /design/flow/design.v
export SDC_FILE = /design/flow/constraint.sdc
export NUM_CORES = 4
export LEC_CHECK = 1
export CORE_UTILIZATION = 30
$ cat flow/constraint.sdc
current_design MUX_ALU

set clk_period 20.9
set clk_io_pct 0.2

create_clock -name clk0 -period $clk_period

set non_clock_inputs [all_inputs -no_clocks]
set_input_delay [expr $clk_period * $clk_io_pct] -clock clk0 $non_clock_inputs
set_output_delay [expr $clk_period * $clk_io_pct] -clock clk0 [all_outputs]
$ cat flow/design.v
module MUX_ALU(A,B,S,OUT);
    input [7:0]A;
    input [7:0]B;
    input [2:0]S;
    output [8:0]OUT;
    assign OUT = (S==3'b000)? A + B : (S==3'b001)? A - B : (S==3'b010)? A*B : (S==3'b011)? A/B : (S==3'b100)? A%B :
                   (S==3'b101)? A&B : (S==3'b110)? A|B : A^B;
    endmodule
==> out/qor.yml <==
run_status: "finished, final reports clean"
drtIter0Drc: 338
synth.cellmix.xorXnorShare_pct: 7.61
synth.most_common_cell: "ha_1"
most_used_standard_cells_in_the_synthesized_netlist: "86 x ha_1, 64 x nor2_1, 61 x inv_1, 47 x nand2_1, 45 x a21oi_1"
tightestPinTransition_ns: 0.792
route.detailed.drc: 0
arrival_ns: 16.10
fp_util_pct: 31.2
grt_pass1_wl_mm: 23.0
placement_rows: 44
grt_max_degree: 43
vdd_drop_max_mv: 0.0137
power.density_cell_area_nw_per_um2: 45.2
number_of_i_o_port_buffers: 28
worst_hold_slack_ns: 9.42
synth.yosys.num_cells: 631
yosys.area_share.aoi_pct: 29.6
slew-limit-headroom_pct: 45.8
grt_usage_pct: 18.5
instances_no_fill: 859
hold_viol: 0
worstHoldPathType: "input pin to output port"
synth_area_um2: 4600
via_count: 4716
hold_path.startpoint: "A[0]"
syn-instance-count: 631
die_w_um: 126
core_um2: 14800
grt_antenna_before_repair: 0
critPathMaxStageDelay_ns: 0.59
yosys_warns: 0
cpMostUsedCell: "ha_1"
wl_per_cell_um: 16.6
finalWeightedCongestion: 0.942
synthTopLogicFamily: "adder cells"
ff_latch_area_um2: 0
layout-drive-gt1-share_pct: 10.8
place_inst: 845
avgSynthCellArea_um2: 7.29
detailroute.wirelength.met3_mm: 1.14
first_pass_iters: 5
worst_setup_path_start_kind: "input pin"
critical_path.startpoint: "B[4]"
n_sequential_cell: 0
route.met2.wl_mm: 5.90
place_worst_setup_slack_ns: -0.0312
synthDominantCellAreaShare_pct: 23.4
synth.yosys.chip_area_um2: 4600
route.antenna.remaining_nets: 0
synth_seq_share_pct: 0
layout_min_cycle_time_ns: 20.28
setup.worst_path.class: "input pin to output port"
grt_pass1_vias: 4368
worstHoldEndpoint: "OUT[0]"
ioPinCount: 28
m1WireLength_mm: 7.15
fmax_mhz: 49.3
critical_path.max_fanout: 8
crit_slowest_cell: "or4_4"
design_area_um2: 5440
wl_mm: 14.3
ys_sh_mux_pct: 5.44
worst_setup_path_end_kind: "output port"
power.static_leakage_nw: 2.44
min_path_cells: 4
maxCapViolCount: 0
final_max_slew_violation_tally: 0
ys_sh_adder_pct: 32.5
timing.critical_path.required_ns: 16.72
number_of_hold_buffers_added_after_cts: 0
yosys-top-cells-area: "ha_1 23%, fa_1 9.1%, xnor2_1 6.1%"
fin_ws_ns: 0.622
post_dp_cell_area_um2: 5200
setup_viol: 0
simple_gate_share_pct: 18.2
chipHeight_um: 126
period_utilization_post_route_pct: 97.0
antenna_cells_inserted: 0
post-synth-top-area-cell: "ha_1"
area_growth_syn_to_layout_pct: 18.2
globalRouteOverflowTotal: 0
layout.clock_buffers: 0
yosysUniqueCellTypes: 71
dp_hpwl_mm: 11.3
tool_warnings: 51
top_layer_used: "met4"
vias_per_cell: 5.49
die_area_um2: 15800
totalPowerFinal_mw: 0.246
[worst max path at each step]
stage / slack [ns] / end
CTS: 0.03 / OUT[5]
global route: -0.02 / OUT[6]
finish: 0.62 / OUT[6]
[layout by cell type (no fill, tap or decap), types with 3 or more instances in the layout]
master | Yosys | routed
nor2b_1 | 8 | 8
nand4_1 | 5 | 5
nand2b_1 | 5 | 5
o21ai_0 | 42 | 35
nor2_1 | 64 | 64
xnor2_1 | 32 | 32
mux2_4 | 2 | 3
buf_4 | 0 | 33
and2_1 | 7 | 7
o21a_2 | 1 | 3
o21a_1 | 15 | 13
ha_1 | 86 | 82
a31oi_1 | 12 | 12
fa_1 | 21 | 21
o21bai_1 | 12 | 12
mux2_2 | 7 | 6
nand2_1 | 47 | 47
xor2_1 | 8 | 8
a21oi_1 | 45 | 45
nand3_1 | 8 | 8
a21o_1 | 13 | 13
or3_1 | 5 | 4
a211oi_1 | 5 | 5
a221oi_1 | 3 | 3
ha_4 | 0 | 4
nor3_1 | 16 | 15
clkdlybuf4s50_1 | 0 | 28
o21ai_1 | 4 | 9
o211ai_1 | 6 | 6
o21ai_2 | 2 | 4
mux2i_1 | 13 | 13
inv_1 | 61 | 61
[power breakdown]
| part | internal (mW) | leakage, nW | switching [mW] |
|---|---|---|---|
| Clock | 0 | 0 | 0 |
| Sequential | 0 | 0 | 0 |
| Combinational | 0.114 | 2.44 | 0.132 |
| Total | 0.114 | 2.44 | 0.132 |
[stage by stage]
stage                     utilization [%]  TNS (ns)
after floorplan                         -         0
after CTS                            35.3         0
after global placement               35.3         0
after detailed placement             35.3   -0.0485
final                                36.9         0
after global routing                 36.9   -0.0187
[area by class of cell]
class / instances / area [um2]
inverter: 62 / 233
timing repair buffer: 62 / 533
fill: 1545 / 9320
tap: 184 / 230
multi-input combinational: 551 / 4440
[critical path, delay by kind of cell]
family	cells	cell delay [ns]
AND-OR/OR-AND	25	5.27
buffers and inverters	4	1.19
AND/OR/NAND/NOR	10	2.38
multiplexers	4	1.22
adder cells (fa/ha/maj)	7	1.86
[layer usage]
layer | GRT usage, % | vias up
li1 | - | 2375
met5 | 0 | -
met1 | 28.8 | 2175
met4 | 2.06 | 0
met3 | 3.38 | 4
met2 | 27.5 | 162
[what timing repair did]
item	4_1_cts	5_1_grt
cloned	0	1
setup endpoints to repair	3	9
setup buffers	0	13
resized	1	31
pin swaps	0	17
[cell families (layout without fill, tap and decap cells)]
group                    after synthesis  count (layout)
AND-OR/OR-AND                        203             203
AND/OR/NAND/NOR                      177             177
adder cells (fa/ha/maj)              107             107
buffers and inverters                 80             124
XOR/XNOR                              40              40
multiplexers                          23              23
other                                  1               1
Power is estimated from default activity; no workload was simulated.
